**./config.mk**
```make
export PLATFORM = sky130hd
export DESIGN_NAME = mem
export DESIGN_NICKNAME = mem
export VERILOG_FILES = /design/flow/design.v
export SDC_FILE = /design/flow/constraint.sdc
export NUM_CORES = 4
export LEC_CHECK = 1
export CORE_UTILIZATION = 50
```
**./constraint.sdc**
```tcl
current_design mem

set clk_period 3.0
set clk_io_pct 0.2

create_clock -name clk0 -period $clk_period [get_ports {clk}]

set non_clock_inputs [all_inputs -no_clocks]
set_input_delay [expr $clk_period * $clk_io_pct] -clock clk0 $non_clock_inputs
set_output_delay [expr $clk_period * $clk_io_pct] -clock clk0 [all_outputs]
```
**./design.v**
```verilog
module mem(addr,clk,datain,cs,re,we,dataout);
input [3:0]datain,addr;
input clk,cs,re,we;
output reg [3:0]dataout;
reg [3:0]memory[15:0];
always@(posedge clk)
begin
if(cs==1'b1)
if(we==1'b1&&re==1'b0)
memory[addr]=datain;
else if (re===1'b1&&we==1'b0)
dataout=memory[addr];
else;
else;
end
endmodule
```
**./run.sh**
```bash
#!/bin/bash
# OpenROAD 26Q1-2900-gdf79404cd8, Yosys 0.63+post, stock flow scripts
make -C /OpenROAD-flow-scripts/flow DESIGN_CONFIG=/design/flow/config.mk WORK_HOME=/design/flow/orfs finish
```
==> impl_metrics.toml <==
# generated from flow reports
[outcome]
status = "finished clean"

[sta]
hold_viol = 0
drv_slew = 0
fin_tns_setup_ps = 0
min_period_over_period_pct = 77.73
setup_viol = 0
fin_crit_ps = 2332
slew_headroom_pct = 57.73
grt_setup_unrepaired = "no"
fmax_ghz = 0.4288
tightest_slew_ps = 632.1
fin_skew_ps = 6.034

[worst_setup_path]
crit_fanout = 16
ff2ff_path_depth = 3
critPathLaunchType = "primary input"
reg2reg_to = "dataout[1]$_DFFE_PP_"
worstReg2RegStart = "memory[2][1]$_DFFE_PP_"
crit_type = "primary input to flop"
arrival_ps = 2400
ff2ff_setup_slack_ps = 1460
required_ps = 3070
crit_path_end_kind = "flop"

[clocking]
ctsResizeCount = 0
cts_setup_buffers = 0
clk_pin_slew_worst_paths_ps = 60
cts-buffers-inserted = 9
ctsHoldBuffers = 0
cts_tree = "yes"
root_buffer = "clkbuf_8"
cts_sinks = 68
cts.path.max_buffers = 2
htreeDepth = 3
clock_latency_ps = 330

[finish]
nFillCells = 415
drive_above_1_share_pct = 11.93
fin_util_pct = 60.21
stdcell_count = 288
area_delta_synth_final_pct = 12.91

[power_and_ir_drop]
p_per_area_mw_per_mm2 = 551.3
finalPower_mw = 1.749
ir_drop_uv = 386.9
power_switching_mw = 0.3635
p_sw_share_pct = 20.78
p_clk_share_pct = 32.9
power.leakage_nw = 1.019
p_int_mw = 1.386
seq_power_share_pct = 60.4
combPwrFrac_pct = 6.7

[floorplanning]
core_mm2 = 0.005270
die_height_um = 76.97
fp-utilization_pct = 53.32
die_w_um = 76.97
die_area_mm2 = 0.005924
rows = 26
ioPinCount = 16

[routing]
viasPerCell = 5.719
drcViolationCount = 0
num_vias = 1647
drt-initial-drc-count = 68
routed_wl_mm = 5.314
routedWlPerCell_um = 18.45
antenna-diode-count = 0
dr.pass1.iters = 4
ant_nets = 0

[synth]
ys_seq_elements = 68
ys_cells = 192
edf_count = 68
top_cells_by_count = "edfxtp_1, nor2_1, nand2_1"
synth.cell_area_mm2 = 0.002810
syn_avg_cell_area_um2 = 14.64
yosysChipArea_mm2 = 0.002810
ys_top_cells_by_area = "edfxtp_1, a21oi_1, nor2_1"
synth_cells = 192
top_area_cell = "edfxtp_1"
synth.top_cell.area_share_pct = 72.66
ys_seq_share_pct = 72.66
top_cell = "edfxtp_1"
ys_types = 30
async_reset_ff_share_pct = 0
yosysWarnings = 2
ff_type = "edfxtp_1"

[placement]
io_buffer_count = 15
hpwlAfterDp_mm = 3.692
post-place-cells = 274
gp_congestion = 0.8707

[flow_run]
warning_count = 25
drv_cap = 0

[worst_hold_path]
hold_depth = 1
holdPathEnd = "dataout[2]$_DFFE_PP_"
hold_path_class = "flop to flop"
hold_start = "memory[0][2]$_DFFE_PP_"

[global_routing]
grt_use_total_pct = 21.77
grt_max_degree = 27
grt_pass1_wl_mm = 8.569
grt_antenna_before_repair = 0
first_global_vias = 1789
grt_overflow = 0
power by group through the flow:
| stage | logic (mW) | registers, mW | clock network [mW] |
|---|---|---|---|
| 6_report | 0.117 | 1.06 | 0.575 |
| 5_1_grt | 0.129 | 1.06 | 0.635 |
| 4_1_cts | 0.118 | 1.06 | 0.590 |
layout make-up:
class                   instances  area, µm²  area share, %
clock buffers                  10      127.6          4.022
clock inverters                 4      18.77         0.5915
inverters                       1      3.754         0.1183
multi-input cells             112      683.2          21.53
flip-flops and latches         68       2042          64.35
well taps                      70      87.58          2.760
repair buffers                 23      210.2          6.625
routing by layer:
layer	part of all wire (%)	vias to the layer above	global-route usage [%]	wire length, µm
li1	-	782	-	-
met1	38	791	33.38	1995
met2	52	70	33.13	2773
met3	9.5	4	9.915	503
met4	0.79	0	3.585	42
met5	0	-	0	0
metrics by stage:
step           setup slack [ps]  instance area, µm²  hold slack (ps)
4_1_cts                   671.2                3173            543.3
6_report                  668.0                3173            543.7
3_3_place_gp              347.4                3027            546.8
2_1_floorplan             972.9                2810            505.5
3_5_place_dp              306.4                3027            528.2
5_1_grt                   506.5                3173            568.9
cell usage in the layout, fill, tap and decap left out, drive strengths merged, types with 5 or more instances in the layout:
cell	netlist	final
clkdlybuf4s50	0	15
nand2	17	17
nand3	7	7
buf	11	8
edfxtp	68	68
nor3	5	5
a22oi	7	7
mux2i	5	5
o21ai	9	9
nor2	20	20
clkbuf	0	10
a21oi	15	15
worst max-delay path, cell delays in order:
cell and delay [ps]:
clkdlybuf4s50_1 810, and2b_1 300, a22oi_1 190, o21ai_0 100, a22oi_1 290, a21oi_1 110
kinds of logic after synthesis:
kind of cell | count (synthesis) | synth area share (%)
muxes | 8 | 4.185
buffers and inverters | 12 | 3.027
DFF | 68 | 72.66
and+or+nand+nor | 63 | 10.82
AOI/OAI and AO/OA | 41 | 9.305
worst max-delay path by stage:
stage	depth (start not counted)	to	slack [ps]	startpoint
6_report	6	dataout[3]$_DFFE_PP_	670	addr[2]
5_1_grt	5	memory[0][0]$_DFFE_PP_	510	addr[2]
4_1_cts	6	dataout[1]$_DFFE_PP_	670	addr[2]
registers in the layout (all words and copies together), names as in the netlist:
name,count
dataout,4
memory,64
No activity file was given, so power comes from the tool's default toggle rates.
