<file path="flow/run.sh">
#!/bin/bash
# OpenROAD 26Q1-2900-gdf79404cd8, Yosys 0.63+post, stock flow scripts
make -C /OpenROAD-flow-scripts/flow DESIGN_CONFIG=/design/flow/config.mk WORK_HOME=/design/flow/orfs finish
</file>
<file path="flow/config.mk">
export PLATFORM = sky130hd
export DESIGN_NAME = eightbitadder
export DESIGN_NICKNAME = eightbitadder
export VERILOG_FILES = /design/flow/design.v
export SDC_FILE = /design/flow/constraint.sdc
export NUM_CORES = 4
export LEC_CHECK = 1
export CORE_AREA = 10 10 70 70
export DIE_AREA = 0 0 80 80
</file>
<file path="flow/constraint.sdc">
current_design eightbitadder

set clk_period 3.6
set clk_io_pct 0.2

create_clock -name clk0 -period $clk_period

set non_clock_inputs [all_inputs -no_clocks]
set_input_delay [expr $clk_period * $clk_io_pct] -clock clk0 $non_clock_inputs
set_output_delay [expr $clk_period * $clk_io_pct] -clock clk0 [all_outputs]
</file>
<file path="flow/design.v">
module eightbitadder(a,b,cin,s,cout);
input [7:0]a,b;
input cin;
output [7:0]s;
output cout;
wire [7:0]c;
assign cout= c[7];
fulladd a1(a[0],b[0],cin,s[0],c[0]);
fulladd a2(a[1],b[1],c[0],s[1],c[1]);
fulladd a3(a[2],b[2],c[1],s[2],c[2]);
fulladd a4(a[3],b[3],c[2],s[3],c[3]);
fulladd a5(a[4],b[4],c[3],s[4],c[4]);
fulladd a6(a[5],b[5],c[4],s[5],c[5]);
fulladd a7(a[6],b[6],c[5],s[6],c[6]);
fulladd a8(a[7],b[7],c[6],s[7],c[7]);
endmodule
module fulladd(a,b,c,sum,carry);
input a,b,c;
output sum,carry;
assign sum=a^b^c;
assign carry=(a&b)|(a&c)|(b&c);
endmodule
</file>
==> ci_impl_report.md <==
### Metrics collected by this job

| Metric | Value |
|---|---|
| Status | finished with violations |
| Failing checks | negative setup slack |
| Internal power | 48.6 uW |
| Total grt overflow | 0 |
| Die x size | 80 microns |
| Number of global-route vias before repair | 247 |
| Switching pwr | 22.7 uW |
| Pwr Density | 134 mW/mm^2 |
| Final worst slack | -932 ps |
| FF+latch area | 0 sq um |
| Post-CTS Hold Fix Bufs | 0 |
| Mapped cell area | 258 sq um |
| Yosys cell count | 26 |
| Clock Power Share | 0% |
| Worst VDD drop | 39.2 uV |
| Most frequent logic cell in the layout | clkdlybuf4s50_1 |
| Total Routing Usage GR | 2.33% |
| Yosys Warn Count | 0 |
| Largest net degree at the start of global routing | 2 |
| DR WL/cell | 8.44 microns |
| Final setup fails | 4 |
| Pre-antenna DRT Iters | 2 |
| Global placement routability congestion | 0.841 |
| Yosys synthesis chip area | 258 sq um |
| CP arrival | 3810 ps |
| # fillers | 391 |
| Final TNS setup | -2450 ps |
| Final Total Pwr | 71.3 uW |
| IO buf count | 26 |
| Area grow syn2layout | 107% |
| OpenROAD warning count | 35 |
| Post-Syn Instances | 26 |
| Sequential Power Share | 0% |
| Slew headroom | 92.5% |
| Vias/cell | 2.33 |
| RSZ-0062 raised after global routing | yes |
| CP endpoint | s[7] |
| Max-Cap Viols | 0 |
| Distinct cells, synth | 3 |
| Drt drc | 0 |
| Max Freq | 221 MHz |
| Count of final hold-check violations | 0 |
| CLK BUF | 0 |
| N_diodes | 0 |
| Logic cell area | 180 sq um |
| Area post-placement | 551 sq um |
| Crit path required time | 2880 ps |
| CP Capture Type | primary output |
| Avg Inst Size Synth | 9.91 sq um |
| Pleak | 0.000214 uW |
| Tightest Pin Transition | 113 ps |
| Drt total wl | 760 microns |
| Comb pwr share | 100.0% |
| Post-route ant nets | 0 |
| Core area | 0.00342 sq mm |
| Drt first-iter violations | 1 |
| Final Max Slew Viols | 0 |
| Share of layout cells above drive strength 1 | 50.0% |
| Top-Level Pins | 26 |
| Registers | 0 |
| Chip area | 0.00640 sq mm |
| Dpl hpwl | 764 microns |
| Kind of critical path | in -> out |
| FP Util | 7.55% |
| Die height | 80 microns |
| Postcts setup bufs | 0 |
| Hold WC Path Type | in -> out |
| Num rows | 21 |
| Via count | 210 |
| Switching power share of the total | 31.9% |
| Top cells excl fill/tap | 16 x clkdlybuf4s50_1, 8 x fa_2, 5 x buf_2 |
| Post-layout instance area | 533 sq um |
| Global-route wire length before repair | 1.20 mm |
| Min cycle time layout | 4530 ps |
| Crit-path max FO | 1 |
| CP Launch Type | input pin |
| Period utilisation layout | 126% |
| Sequential area share after synthesis | 0% |
| Initial antenna violation count | 0 |
| Worst setup path start | a[0] |
## cell usage after synthesis
cell type / count / area share, %
fa_1: 8 / 62
inv_1: 10 / 15
buf_4: 8 / 23
## kinds of logic (layout without fill, tap and decap cells)
| kind of cell | count (synthesis) | in the layout | synth area share, % |
|---|---|---|---|
| buffers and inverters | 18 | 36 | 37.9 |
| adders and majority gates | 8 | 8 | 62.1 |
## timing repair
action                                  4_1_cts  5_1_grt
resized                                      37        1
endpoints found under the setup margin        7        4
gates cloned                                  0        0
pin swaps                                     8        8
## cell type report
type,instances,share of cell area [%]
inverters,10,10.3
multi-input cells,8,33.8
well taps,46,10.8
repair buffers,26,45.1
## worst min path at each step
stage | start | endpoint | cells after the start
6_report | cin | s[0] | 5
5_1_grt | cin | s[0] | 5
4_1_cts | b[0] | s[0] | 5
## critical path, stage by stage
cell and delay (ps):
buf_8 110, inv_12 40, fa_2 190, inv_2 40, fa_2 340, fa_2 390
fa_2 350, fa_2 340, fa_2 340, fa_2 340, inv_2 60, fa_2 420
inv_2 50, buf_2 80
## per-stage QoR
stage | std cells | setup slack, ps | hold slack (ps) | utilization (%)
5_1_grt | 90 | -1020 | 2220 | 15.6
2_1_floorplan | 26 | -709 | 1670 | -
3_5_place_dp | 90 | -1780 | 2510 | 16.1
3_3_place_gp | 90 | -1780 | 2500 | 16.1
6_report | 90 | -932 | 2180 | 15.6
4_1_cts | 90 | -1050 | 2180 | 15.6
## power by group through the flow
stage	registers (uW)	logic, uW	clock network, uW
final	0	71.3	0
after global routing	0	82.8	0
after CTS	0	74.4	0
## routing by layer
layer	GRT usage, %	wire (microns)	vias to the layer above
met5	0	0	-
met4	0	0	0
met3	1.70	190	0
met2	2.65	206	24
met1	3.54	362	90
li1	-	-	96
Power figures rest on the tool's default switching activity, not on a simulated workload.
