`design/flow/config.mk`:
```
export PLATFORM = sky130hd
export DESIGN_NAME = univshiftregister
export DESIGN_NICKNAME = univshiftregister
export VERILOG_FILES = /design/flow/design.v
export SDC_FILE = /design/flow/constraint.sdc
export NUM_CORES = 4
export LEC_CHECK = 1
export CORE_AREA = 10 10 70 70
export DIE_AREA = 0 0 80 80
```
`design/flow/constraint.sdc`:
```
current_design univshiftregister

set clk_period 2.0
set clk_io_pct 0.2

create_clock -name clk0 -period $clk_period [get_ports {clk}]

set non_clock_inputs [all_inputs -no_clocks]
set_input_delay [expr $clk_period * $clk_io_pct] -clock clk0 $non_clock_inputs
set_output_delay [expr $clk_period * $clk_io_pct] -clock clk0 [all_outputs]
```
`design/flow/design.v`:
```
module univshiftregister(s,i,sr,sl,clk,clr,a);
input [1:0]s;
input [3:0]i;
input sr,sl,clk,clr;
output [3:0]a;
wire [3:0]w;
mux m1(a[3],sr,a[2],i[3],s[1],s[0],w[3]);
mux m2(a[2],a[3],a[1],i[2],s[1],s[0],w[2]);
mux m3(a[1],a[2],a[0],i[1],s[1],s[0],w[1]);
mux m4(a[0],a[1],sl,i[0],s[1],s[0],w[0]);
dff d1(w[3],clk,clr,a[3]);
dff d2(w[2],clk,clr,a[2]);
dff d3(w[1],clk,clr,a[1]);
dff d4(w[0],clk,clr,a[0]);
endmodule
module dff(d,clk,clr,q);
input d,clk,clr;
output q;
reg q;
always@(posedge clk)
begin
if(clr==1)
 q=0;
else
 q=d;
end
endmodule
module mux(a,b,c,d,s1,s0,y);
input a,b,c,d,s1,s0;
output y;
assign y=(~s1&~s0&a)|(~s1&s0&b)|(s1&~s0&c)|(s1&s0&d);
endmodule
```
`design/flow/run.sh`:
```
#!/bin/bash
# OpenROAD 26Q1-2900-gdf79404cd8, Yosys 0.63+post, stock flow scripts
make -C /OpenROAD-flow-scripts/flow DESIGN_CONFIG=/design/flow/config.mk WORK_HOME=/design/flow/orfs finish
```
==> run notes <==
The run finished with clean final reports. The leakage power is 0.1315 nW. The tools report the beginning of the worst hold path as d1.q. The most critical min-delay path falls under register to register.

Met3 layer wire length in the routed design: 115 µm. The global routing usage summed across all routing layers is 0.02465, and the final critical delay including setup and external delays is 1.506 ns. For the worst reg-to-reg path, the startpoint reported by OpenROAD is d2.q. The run gives 0 as the global route total overflow. Worst-case vdd ir drop: 0.1674 mV. The number of buffer and inverter instances along the worst setup path came out at 1. CTS root buffer: sky130_fd_sc_hd__clkbuf_4. For reference, the clock transition at the flip-flops on the worst setup and hold paths is 0.04 ns.

According to the report, the first pass of detailed routing completed in 2 iterations. Number of hold-repair buffers added at the cts stage: 0. Per the CTS log, the buffer count on the longest clock path is 2. The final routed wire length divided by cell count was 8.824 µm; the cell total in the yosys stat output was 16. The run gives 0 for the setup fix buffers added after clock tree synthesis. The routed layout reports a DRC error count of 0. The CTS report gives the tree buffer count as 3. In this build the clock could be raised as far as 663.9 MHz. Detailed routing inserted a total of 172 vias.

The count of warnings emitted by yosys is 1, and the fraction of the mapped netlist area in compound gates is 0. The sequential share of power is 0.374, and the net switching power of the design is 0.00005039 W. The tools report the first-iteration detailed-routing DRC count as 1. With the number of failing hold endpoints at the final stage at 0, the total number of placement rows is 21.

The tools report the clock latency reported for the late side of the worst-skew pair as 0.24 ns. Signal routing reaches up to met4. The run gives 80.08 µm² for the area of all sequential standard cells. STA lists the endpoint of the worst register-to-register path as d1.q. The cell depth of the worst flop-to-flop path is 2. The tools report the endpoint kind of the worst setup timing path as a primary output. CTS sink count: 4. Per the detail_route report, inserted antenna diodes total 0. The synthesized-area fraction occupied by adder cells is 0. The antenna violation net count after detailed routing is 0.

The tally of unique sky130hd cells used after synthesis is 4, and the total wirelength of the detailed-routed design is 653 µm. Looking at the critical path, the highest net fanout was 4. The core area is 0.003416 mm². The OpenROAD warning count is 25. For reference, the final report shows the max-slew violation count at 0. According to the floorplan report, the die height is 80 µm. The worst setup path is launched from a register. The report lists the number of cells resized after CTS as 0.

In the final layout, the multi-input gates occupy 115.1 µm². The final report lists the setup-violating endpoint count as 0. The run gives 0.7532 for the post-layout period usage of the worst path. Looking at the hold checks, the worst path lands on d2.q.

Post-synthesis share of cell area spent on xor and xnor gates: 0. The number of global-route vias before repair was 228; the critical path arrival was 1.11 ns. The run gives 14 for the count of boundary I/O pins. Critical path start-end classification: register to primary output. The tools report the max-slew headroom at the worst pin as 0.8583. Summed over all failing endpoints, the final setup total negative slack is 0 ns. The synthesized netlist has a Yosys-reported chip area of 225.2 µm². The synthesized netlist cell count is 16, and the synthesized-area fraction occupied by and/or/nand/nor cells is 0.1111.

The area overhead of the layout relative to synthesis was 80.00%. The total length of routed met2 wires is 136 µm, and the combinational fraction of design power is 0.201. The overall die size recorded for this design is 0.006400 mm². Average cell area after synthesis: 14.08 µm².

The cell family contributing the most delay on the critical path was buffers and inverters. Largest clock skew in the final design: 0.0009329 ns. The data required time at the worst endpoint was 1.60 ns; the initial antenna violation count was 0.

The tightest hold path in the finished design has a slack of 0.7242 ns. The fraction of synthesized area in multiplexers is 0.4000. The longest individual stage delay on the worst path came out at 0.49 ns. The largest net degree at the start of global routing was 5. The number of cells on the worst hold path is listed as 2. The timing report gives the worst reg2reg path a setup slack of 0.96 ns. In this run the cell area of the synthesized design comes to 225.2 µm².

Count of state elements after synthesis: 4. Transition at the pin with the smallest max-transition slack: 0.2119 ns. The tools report the final weighted congestion of routability-driven global placement as 0.6857. The report lists the cells along the critical path as clkdlybuf4s50_1. The slowest stage of the critical path is the sky130_fd_sc_hd__clkdlybuf4s50_1 cell. The run gives 0.0001917 W for the cell-internal power. The die width was 80 µm; the power per cell area was 597.2 mW/mm².

Tally of buffers added on design ports: 13. The first global-routing pass estimated 1.166 mm of wire. The tools report the pre-placement core utilization as 0.06593. The fraction of final layout cells with drive strength greater than 1 came out at 0.2500. The number of filler cells placed in the layout came out at 404. In the routed layout, each cell is associated on average with a via count of 2.324. The run gives 1 for the H-tree depth. By area, the combinational part of the netlist is dominated by multiplexers. The share of total power in the clock network is 0.425.

Setup repair after global routing left no endpoint under its margin. The net switching share of the total power works out to 0.2081. The report counts max-capacitance violations totalling 0. After detailed routing, the wire length on met1 is 374 µm. The tools report the part of the Yosys area used for sequential elements as 0.3556. TritonCTS built the clock tree.
cells in the mapped netlist, drive strengths merged:
master  n  share of area
dfxtp   4           0.36
nor2b   4           0.11
mux4    4           0.40
buf     4           0.13
layout by cell type, fill, tap and decap left out:
master                             n
sky130_fd_sc_hd__nor2b_1           4
sky130_fd_sc_hd__clkbuf_4          3
sky130_fd_sc_hd__clkdlybuf4s50_1  13
sky130_fd_sc_hd__dfxtp_1           4
sky130_fd_sc_hd__mux4_2            4
final cells by class:
cell class | count | area share
timing repair buffer | 13 | 0.3210
multi-input combinational | 8 | 0.2839
sequential | 4 | 0.1975
tap | 46 | 0.1420
clock buffer | 3 | 0.05556
registers in the layout (all words and copies together), names as in the netlist:
name  count
d1.q      1
d2.q      1
d3.q      1
d4.q      1
layer usage:
| layer | vias up | GRT usage |
|---|---|---|
| li1 | 80 | - |
| met1 | 72 | 0.03499 |
| met2 | 17 | 0.02167 |
| met3 | 3 | 0.02614 |
| met4 | 0 | 0.007042 |
| met5 | - | 0 |
logic make-up (layout without fill, tap and decap cells):
family,after synthesis,in the layout
flops,4,4
simple gates,4,4
buf+inv,4,16
mux,4,4
worst max path at each step:
stage | slack (ns) | cells after the start | start | to
finish | 0.49 | 1 | d2.q | a[2]
global route | 0.41 | 1 | d2.q | a[2]
CTS | 0.48 | 1 | d3.q | a[1]
power groups by stage:
stage | clock, W | sequential, W | combinational (W)
5_1_grt | 0.000119 | 0.0000919 | 0.0000528
4_1_cts | 0.000108 | 0.0000905 | 0.0000490
6_report | 0.000103 | 0.0000906 | 0.0000486
through the flow:
step                total power, W  std cells  utilization  cell area (µm²)  worst slack [ns]
floorplan                0.0001128         16            -            225.2            0.9043
global placement         0.0001402         71       0.1121            382.9            0.2475
detailed placement       0.0001406         71       0.1121            382.9            0.2326
CTS                      0.0002472         74       0.1187            405.4            0.4767
global route             0.0002640         74       0.1187            405.4            0.4067
finish                   0.0002421         74       0.1187            405.4            0.4936
Power is estimated from default activity; no workload was simulated.
